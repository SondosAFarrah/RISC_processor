`design/flow/config.mk`:
```
export PLATFORM = sky130hd
export DESIGN_NAME = pcModule
export DESIGN_NICKNAME = pcModule
export VERILOG_FILES = /design/flow/design.v
export SDC_FILE = /design/flow/constraint.sdc
export NUM_CORES = 4
export LEC_CHECK = 1
export CORE_UTILIZATION = 40
```
`design/flow/constraint.sdc`:
```
current_design pcModule

set clk_period 12.4
set clk_io_pct 0.2

create_clock -name clk0 -period $clk_period [get_ports {clock}]

set non_clock_inputs [all_inputs -no_clocks]
set_input_delay [expr $clk_period * $clk_io_pct] -clock clk0 $non_clock_inputs
set_output_delay [expr $clk_period * $clk_io_pct] -clock clk0 [all_outputs]
```
`design/flow/design.v`:
```
parameter
    LOW = 1'b0,
    HIGH = 1'b1,
    AND = 4'b0000,  
    ADD = 4'b0001,  
    SUB = 4'b0010,  
    ADDI = 4'b0011,  
    ANDI = 4'b0100,  
    LW   = 4'b0101,  
    LBu  = 4'b0110,  
	LBs  = 4'b0110, 
    SW   = 4'b0111,  
	BGT  = 4'b1000,  
	BGTZ = 4'b1000,  
	BLT  = 4'b1001,  
	BLTZ = 4'b1001, 
     BEQ  = 4'b1010,  
	BEQZ = 4'b1010, 
	BNE  = 4'b1011,  
	BNEZ = 4'b1011, 
    JMP    = 4'b1100,  
    CALL  = 4'b1101,  
	RET = 4'b1110,  
    Sv  = 4'b1111,  
	pcDefault = 2'b00,  
	pcImm = 2'b01,  
	pcSgnImm = 2'b10,  
	pcRET = 2'b11,  
	Rd = 1'b1,  
	Rs2 = 1'b0,  
	Rsd = 1'b1,  
	WD = 1'b0,  
	WE = 1'b1,  
	Imm = 1'b0,	 
	BusB = 1'b1,  
	ALU_AND = 2'b00,
	ALU_ADD = 2'b01,
	ALU_SUB = 2'b10,
	MRD = 1'b0,	 
	MRE = 1'b1,  
	MWD = 1'b0,	 
	MWE = 1'b1,  
	WBALU = 1'b0,  
	WBMem = 1'b1,  
	logExt = 1'b0,  
	sgnExt = 1'b1,  
	BusA = 1'b1,  
    R0 = 3'd0,  
    R1 = 3'd1,  
    R2 = 3'd2,  
    R3 = 3'd3,  
    R4 = 3'd4,  
    R5 = 3'd5,  
    R6 = 3'd6,  
    R7 = 3'd7;  
module pcModule(clock, PC, I_TypeImmediate, J_TypeImmediate, R7, sig_pc_src);
    input wire clock;
    input wire [3:0] sig_pc_src;
    input wire [15:0] R7;
    input wire [15:0] I_TypeImmediate;
    input wire signed [15:0] J_TypeImmediate;
    output reg [15:0] PC;
    wire [15:0] pc_plus_2;
    wire [15:0] jump_target_address;
    wire [15:0] brach_target_address;
    assign pc_plus_2 = PC + 16'd2;
    assign jump_target_address = PC + J_TypeImmediate;
    assign brach_target_address = PC + I_TypeImmediate;
    initial begin
		PC <= 16'd0;
	end
    always @(posedge clock) begin
        case (sig_pc_src)
            pcDefault: begin
                PC = pc_plus_2;      
            end  
            pcRET:  begin
                PC = R7;  
            end  
            pcSgnImm: begin
                PC = brach_target_address;
            end  
            pcImm: begin
                PC = jump_target_address;
            end  
        endcase
	end
endmodule
```
`design/flow/run.sh`:
```
#!/bin/bash
# OpenROAD 26Q1-2900-gdf79404cd8, Yosys 0.63+post, stock flow scripts
make -C /OpenROAD-flow-scripts/flow DESIGN_CONFIG=/design/flow/config.mk WORK_HOME=/design/flow/orfs finish
```
==> Flow_metrics.wiki <==
=== Physical design figures ===
{| class="wikitable"
! Metric !! Value
|-
| Cells after synthesis || about 190
|-
| Largest clock skew in the final design || between 0.007 and 0.008 ns
|-
| Stage-log warning count || around 44
|-
| Reg2Reg Setup Slack || 9.67 ns
|-
| Total power consumption of the routed design || around 0.19 mW
|-
| Cell total in the yosys stat output || 187
|-
| Pre-Place Util || 0.415
|-
| Global-route wire length before repair || between 7 and 8 mm
|-
| Warning count from the yosys run || 1
|-
| Area Overhead vs Synth || 34.3%
|-
| Number of setup buffers added after CTS || 0
|-
| Overflow left after global routing || 0
|-
| Unrepaired setup endpoints after global routing || no
|-
| Count of maximum capacitance violations || 0
|-
| Ratio of cells with drive above 1 in the final layout || 0.100
|-
| Timing startpoint of the critical path || sig_pc_src[1]
|-
| Cell resize tally after clock tree synthesis || 0
|-
| Number of buffers created by CTS || 3
|-
| Max-slew headroom at the worst pin || 0.564
|-
| I/O Buffers || roughly 52
|-
| Global-route met3 utilization || 0.0383
|-
| Required arrival time at the worst endpoint || 12.41 ns
|-
| Critical path start-end classification || primary input to flip-flop
|-
| Maximum count of clock buffers along a single path || 2
|-
| Outcome || completed
|-
| Element type at the critical path start || primary input
|-
| Type of destination of the critical path || flip-flop
|-
| Sequential share of the synthesized area || 0.266
|-
| IR drop worst, VDD || between 0.06 and 0.07 mV
|-
| Fillers || 382
|-
| Chip area from the yosys synthesis statistics || roughly 1800 um^2
|-
| Synthesized area per cell || 9.65 um^2
|-
| Min-delay src || PC[11]
|-
| Area of the core region || about 4400 um^2
|-
| Maximum number of pins on one net before global-route repair || 23
|-
| Dominant cell area share || 0.266
|-
| Busiest layer in global routing || met1
|-
| Worst-path maximum fanout || 9
|-
| FF-to-FF Start || PC[2]
|-
| RD Place Congestion || about 0.93
|-
| Num Clock Sinks || 16
|-
| Router iterations before antenna repair || 4
|-
| Met1 usage in global routing || 0.327
|-
| Sum of negative setup slack || 0 ns
|-
| Clk latency late pin || 0.25 ns
|-
| Largest cells by area after synthesis || sky130_fd_sc_hd__edfxtp_1, sky130_fd_sc_hd__ha_1, sky130_fd_sc_hd__mux2_2
|-
| Critical path arrival || approximately 6.3 ns
|-
| Final antenna-violating net count || 0
|-
| Post-CTS Hold Fix Bufs || 0
|-
| Cell at the root of the clock tree || sky130_fd_sc_hd__clkbuf_8
|-
| Chip Area || ~4800 um^2
|-
| Vias per cell || roughly 5.6
|-
| Most frequent logic cells in the routed design || sky130_fd_sc_hd__clkdlybuf4s50_1, sky130_fd_sc_hd__ha_1, sky130_fd_sc_hd__edfxtp_1, sky130_fd_sc_hd__xor2_1
|-
| Final hold violation count || 0
|-
| X dimension of the die || approximately 70 um
|-
| Period minus WS final || around 6.3 ns
|-
| Slew of the pin with the lowest slew margin || about 0.65 ns
|-
| Summed instance area of the synthesized netlist || between 1500 and 2000 um^2
|-
| Detailed-route DRC error count || 0
|-
| CTS clk-pin slew, worst paths || about 0.070 ns
|-
| Count of vias placed by the detailed router || around 1.6k
|-
| Largest registers || PC: 16 flops
|-
| Worst Hold Class || flip-flop to flip-flop
|-
| Chip Height || approximately 69 um
|-
| LEAKAGE || 0.902 nW
|-
| Final cell area excluding filler cells || between 2000 and 2500 um^2
|-
| Worst setup timing slack at the placement stage || ~5.8 ns
|-
| Via count of the first global-routing pass || approximately 1.5k
|-
| Fmax achieved || approximately 160 MHz
|-
| Largest register FFs || 16
|-
| Area of all sequential standard cells || about 480 um^2
|-
| Total Routed Length || 4.58 mm
|-
| Antenna violations before repair || 0
|-
| GRT Total Usage || 0.201
|-
| Hpwl dp || between 3 and 4 mm
|-
| Pwr Density || 76.9 nW/um^2
|-
| Library cell with the largest summed area after synthesis || sky130_fd_sc_hd__edfxtp_1
|-
| Final period utilization || 0.509
|-
| Distinct lib cells used || 37
|-
| H-tree Lvls || 1
|-
| Number of diodes || 0
|-
| Total setup violations reported at the end of the flow || 0
|-
| Rows || 24
|-
| Register with the highest flop count || PC
|-
| Wire per inst || 15.7 um
|-
| Post-synth regs || 16
|-
| Post-detailed-placement cell area || approximately 2400 um^2
|-
| CTS tree || built
|-
| PnR worst setup slack || 6.08 ns
|-
| GR Util met2 || 0.304
|-
| I/O pin count || 69
|-
| DRC violation total after the first TritonRoute iteration || ~86
|-
| Final tally of max-slew violations || 0
|-
| Logic area || around 1300 um^2
|-
| Most common library cell in the layout ignoring fill and taps || sky130_fd_sc_hd__clkdlybuf4s50_1
|}
-- Yosys cell counts --
cell	instances
sky130_fd_sc_hd__nand2_1	15
sky130_fd_sc_hd__buf_1	1
sky130_fd_sc_hd__and3_1	5
sky130_fd_sc_hd__clkbuf_1	3
sky130_fd_sc_hd__nor3_1	1
sky130_fd_sc_hd__buf_6	1
sky130_fd_sc_hd__nand4b_1	1
sky130_fd_sc_hd__o32ai_1	1
sky130_fd_sc_hd__a21oi_1	9
sky130_fd_sc_hd__o31ai_1	1
sky130_fd_sc_hd__inv_1	1
sky130_fd_sc_hd__a221oi_2	1
sky130_fd_sc_hd__xor2_1	16
sky130_fd_sc_hd__nand4_1	5
sky130_fd_sc_hd__nor4b_4	1
sky130_fd_sc_hd__ha_1	19
sky130_fd_sc_hd__edfxtp_1	16
sky130_fd_sc_hd__o21ai_0	6
sky130_fd_sc_hd__mux2_2	15
sky130_fd_sc_hd__a211oi_1	2
sky130_fd_sc_hd__o221a_2	1
sky130_fd_sc_hd__nand3_1	8
sky130_fd_sc_hd__a31oi_1	3
sky130_fd_sc_hd__fa_1	1
sky130_fd_sc_hd__a21o_1	6
sky130_fd_sc_hd__or3_1	1
sky130_fd_sc_hd__a21boi_0	1
sky130_fd_sc_hd__o22ai_1	12
sky130_fd_sc_hd__nor2_1	11
sky130_fd_sc_hd__mux2i_1	1
sky130_fd_sc_hd__and4_1	3
sky130_fd_sc_hd__o311ai_0	2
sky130_fd_sc_hd__o211a_1	1
sky130_fd_sc_hd__xnor2_2	1
sky130_fd_sc_hd__o21a_1	3
sky130_fd_sc_hd__and2_1	1
sky130_fd_sc_hd__xnor2_1	11
-- through the flow --
stage                     cells  utilization  hold WS (ns)
after global placement      288        0.547         0.734
after CTS                   292        0.557         0.760
final                       292        0.557         0.761
after detailed placement    288        0.547         0.736
after global routing        292        0.557         0.786
after floorplan             187            -         0.670
-- cell type report --
type | instances | share of cell area
clock buffers | 3 | 0.0170
clock inverters | 1 | 0.00155
inverters | 1 | 0.00155
multi-input cells | 165 | 0.534
flip-flops and latches | 16 | 0.198
well taps | 52 | 0.0268
repair buffers | 54 | 0.221
-- where the power goes --
part,switching [mW],internal [mW]
clock,0.0197,0.0220
combinational,0.0347,0.0414
sequential,0.00450,0.0642
-- worst max-delay path: stages --
cell and delay [ns]:
sky130_fd_sc_hd__clkdlybuf4s50_1 0.58, sky130_fd_sc_hd__nor4b_4 0.66, sky130_fd_sc_hd__buf_4 0.31, sky130_fd_sc_hd__mux2_2 0.35
sky130_fd_sc_hd__ha_1 0.33, sky130_fd_sc_hd__and3_1 0.22, sky130_fd_sc_hd__a221oi_2 0.34, sky130_fd_sc_hd__o21a_1 0.25
sky130_fd_sc_hd__o21ai_0 0.20, sky130_fd_sc_hd__and4_1 0.24, sky130_fd_sc_hd__or3_1 0.35
-- logic make-up after synthesis --
kind of cell | count (synthesis) | synth area share
AND/OR/NAND/NOR | 52 | 0.153
XOR/XNOR | 28 | 0.140
multiplexers | 16 | 0.0991
flip-flops | 16 | 0.266
AND-OR/OR-AND | 49 | 0.182
adder cells (fa/ha/maj) | 20 | 0.143
buffers and inverters | 6 | 0.0166
-- routing by layer --
| metal | wire length [um] | vias up | share of wire |
|---|---|---|---|
| met5 | 0 | - | 0 |
| met4 | 20 | 0 | 0.0044 |
| met3 | 221 | 2 | 0.048 |
| met2 | 2000 | 47 | 0.44 |
| met1 | 2340 | 752 | 0.51 |
| li1 | - | 830 | - |
-- path summary, 6_finish.rpt --
kind	end	cells after the start
max reg2reg	PC[15]	7
max	PC[15]	11
min	PC[11]	2
min reg2reg	PC[11]	2
No activity file was given, so power comes from the tool's default toggle rates.
