==> flow/design.v <==
module comparator (
    input [15:0] BusA,     
    input [15:0] BusB,     
    input [3:0] opCode,    
    output reg zero        
);
always @(*) begin
    case (opCode)
        4'b1000: zero = (BusB > BusA) ? 1 : 0;   
        4'b1001: zero = (BusB > 16'd0) ? 1 : 0;  
        4'b1010: zero = (BusB < BusA) ? 1 : 0;   
        4'b1011: zero = (BusB < 16'd0) ? 1 : 0;  
        4'b1100: zero = (BusB == BusA) ? 1 : 0;  
        4'b1101: zero = (BusB == 16'd0) ? 1 : 0;  
        4'b1110: zero = (BusB != BusA) ? 1 : 0;  
        4'b1111: zero = (BusB != 16'd0) ? 1 : 0;  
        default: zero = 0;                       
    endcase
end
endmodule
==> flow/run.sh <==
#!/bin/bash
# OpenROAD 26Q1-2900-gdf79404cd8, Yosys 0.63+post, stock flow scripts
make -C /OpenROAD-flow-scripts/flow DESIGN_CONFIG=/design/flow/config.mk WORK_HOME=/design/flow/orfs finish
==> flow/config.mk <==
export PLATFORM = sky130hd
export DESIGN_NAME = comparator
export DESIGN_NICKNAME = comparator
export VERILOG_FILES = /design/flow/design.v
export SDC_FILE = /design/flow/constraint.sdc
export NUM_CORES = 4
export LEC_CHECK = 1
export CORE_AREA = 10 10 70 70
export DIE_AREA = 0 0 80 80
==> flow/constraint.sdc <==
current_design comparator

set clk_period 3.2
set clk_io_pct 0.2

create_clock -name clk0 -period $clk_period

set non_clock_inputs [all_inputs -no_clocks]
set_input_delay [expr $clk_period * $clk_io_pct] -clock clk0 $non_clock_inputs
set_output_delay [expr $clk_period * $clk_io_pct] -clock clk0 [all_outputs]
==> out/metrics.yaml <==
timing:
  tightest_slew_ns: 0.398
  hold_viol: 0
  finalMaxSlewViolations: 0
  tns_ns: 0
  min_period_over_period_pct: 94.8
  min_period_ns: 3.03
  setup_violations: 0
  fmax_ghz: 0.330
  slew_headroom_pct: 73.3
  grt_setup_unrepaired: "no"
grt:
  grt_pass1_wl_um: 3390
  antenna_found_initial: 2
  grt_max_degree: 5
  overflow: 0
  grt.total_usage_pct: 6.33
  grt_pass1_vias: 759
power:
  leakagePower_nw: 0.727
  swShare_pct: 40.3
  peakVddDrop_uv: 50.3
  power_frac_seq_pct: 0
  pwr-share-comb_pct: 100.0
  p_clk_share_pct: 0
  power.density_nw_per_um2: 109
  p_switching_mw: 0.0566
  p_int_mw: 0.0840
worst_setup_path:
  cp_data_required_time_ns: 2.56
  startpoint_type: "input pin"
  critical_path_class: "in -> out"
  critPathLaunch: "BusA[2]"
  crit_fanout: 2
  cp.arrival_ns: 2.39
  crit_end: "zero"
  end_kind: "output port"
synthesis:
  ys_cells: 69
  ys_types: 22
  most_common_cell: "inv_1"
  syn_area_sq_um: 493
  top_cells_by_area: "ha_1 41%, inv_1 13%, nor4_1 6.3%"
  netlist_instances: 69
  ys_area_sq_um: 493
  top_area_cell: "ha_1"
  ys_seq_share_pct: 0
  synth_top_area_share_pct: 40.6
  synth-warning-count: 1
  syn_avg_cell_area_sq_um: 7.14
  top_cells_by_count: "17 x inv_1, 16 x ha_1, 6 x a21oi_1"
detailed_routing:
  via_per_inst: 4.07
  wirelength_um: 2180
  dr.pass1.iters: 4
  wl_per_cell_um: 12.9
  drt_iter0_markers: 35
  ant_nets: 0
  drc_errors: 0
  via_count: 688
layout:
  final_layout_size_suffix_gt1_share_pct: 38.0
  n_fill_cell: 339
  regArea_sq_um: 0
  design_area_sq_um: 1290
  area_growth_pct: 161
  flops: 0
  clock_buffers: 0
  logic_area_sq_um: 626
  fin_util_pct: 37.7
floorplanning:
  chipHeight_um: 80
  die_x_um: 80
  core_sq_um: 3420
  fp_util_pct: 14.4
  rows: 21
  ioPinCount: 37
  chip_area_sq_um: 6400
outcome:
  status: "completed"
clock_tree:
  postCtsHoldBufs: 0
placed_design:
  dp_hpwl_um: 1700
  io_buffers: 37
  dpl_cell_area_sq_um: 996
  gp_routability_congestion: 0.800
worst_hold_path:
  hold_class: "in -> out"
run:
  maxCapViolations: 0
  warnings: 32
-- stage by stage --
stage | hold slack, ns | worst slack [ns] | cells | total power [mW]
after CTS | 1.94 | 0.00335 | 165 | 0.126
after global routing | 1.95 | 0.0116 | 169 | 0.156
after detailed placement | 2.24 | -0.524 | 162 | 0.112
after global placement | 2.23 | -0.514 | 162 | 0.110
final | 1.92 | 0.166 | 169 | 0.141
after floorplan | 1.38 | 0.577 | 69 | 0.0414
-- worst min path at each step --
stage	start	to	slack (ns)	cells after the start
finish	opCode[3]	zero	1.92	4
CTS	opCode[3]	zero	1.94	4
global route	opCode[3]	zero	1.95	4
-- power by group through the flow --
| stage | Clock (mW) | Combinational, mW | Sequential (mW) |
|---|---|---|---|
| finish | 0.0000000835 | 0.141 | 0 |
| global route | 0.0000000835 | 0.156 | 0 |
| CTS | 0 | 0.126 | 0 |
-- worst max-delay path, cell delays in order --
cell and delay [ns]:
clkdlybuf4s50_1 0.45, inv_1 0.04, ha_1 0.29, nand4_1 0.15, nor4_4 0.19, mux2i_1 0.12, xnor2_1 0.15, a21oi_1 0.08
o22ai_1 0.16, buf_2 0.12
-- logic make-up (layout without fill, tap and decap cells) --
logic type / after synthesis / after routing / share of synthesized area (%)
compound gates: 13 / 13 / 17.0
other cells: 0 / 2 / 0
mux: 2 / 2 / 4.06
simple gates: 20 / 20 / 23.6
fa+ha+maj: 16 / 16 / 40.6
xor+xnor: 1 / 1 / 1.78
buf+inv: 17 / 69 / 12.9
-- placed cells by master, fill, tap and decap left out --
cell type,instances
dlymetal6s2s_1,24
buf_4,14
inv_2,12
ha_4,12
clkdlybuf4s50_1,7
inv_1,5
dlygate4sd2_1,5
nand4_1,4
nor4_1,4
a21oi_1,4
ha_1,4
a21oi_2,3
diode_2,2
mux2i_1,2
nor2_1,2
nand2_1,2
nand3_1,2
nor4_4,1
and4_1,1
xnor2_1,1
nor4b_1,1
o21ai_1,1
a221o_1,1
a21o_1,1
nor2b_1,1
o211ai_1,1
a2111oi_4,1
nor3_2,1
or3_1,1
o22ai_1,1
buf_2,1
buf_6,1
-- layout make-up --
cell class	count	area share [%]
repair buffers	52	41.6
inverters	17	4.96
diodes	2	0.389
well taps	46	4.47
multi-input cells	52	48.6
-- layer usage --
metal  global-route usage, %  routed length [um]  vias up
met5                       0                   0        -
met4                       0                   0        0
met3                    1.93                 149        0
met2                    10.7                1050       22
met1                    8.17                 983      304
li1                        -                   -      362
-- timing repair --
item / 4_1_cts / 5_1_grt
resized: 20 / 45
endpoints found under the setup margin: 1 / 1
pin swaps: 17 / 15
setup buffers: 3 / 2
No activity file was given, so power comes from the tool's default toggle rates.
