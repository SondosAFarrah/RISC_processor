==> /design/flow/design.v <==
module instructionMemory(clock, AddressBus, InstructionReg);
    input wire clock;
    input wire [15:0] AddressBus;
    output reg [15:0] InstructionReg; 
    reg [15:0] instruction_memory [0:255];  
    always @(posedge clock) begin
        InstructionReg <= instruction_memory[AddressBus];
    end
    initial begin
        instruction_memory[0] = {4'b0000, 3'b001, 3'b010, 3'b011, 3'b000};  
        instruction_memory[1] = {4'b0001, 3'b001, 3'b010, 3'b011, 3'b000};  
        instruction_memory[2] = {4'b0010, 3'b001, 3'b010, 3'b011, 3'b000};  
        instruction_memory[3] = {4'b0011, 1'b0, 3'b001, 3'b000, 5'd8};  
        instruction_memory[4] = {4'b0100, 1'b0, 3'b001, 3'b000, 5'd12};  
        instruction_memory[5] = {4'b0101, 1'b0, 3'b001, 3'b010, 5'd10};  
        instruction_memory[6] = {4'b0110, 1'b0, 3'b001, 3'b010, 5'd15};  
        instruction_memory[7] = {4'b0110, 1'b1, 3'b001, 3'b010, 5'd15};  
        instruction_memory[8] = {4'b0111, 1'b0, 3'b001, 3'b010, 5'd20};  
        instruction_memory[9] = {4'b1000, 1'b0, 3'b001, 3'b010, 5'd5};  
        instruction_memory[10] = {4'b1000, 1'b1, 3'b001, 3'b000, 5'd5};  
        instruction_memory[11] = {4'b1001, 1'b0, 3'b001, 3'b010, 5'd5};  
        instruction_memory[12] = {4'b1001, 1'b1, 3'b001, 3'b000, 5'd5};  
        instruction_memory[13] = {4'b1010, 1'b0, 3'b001, 3'b010, 5'd5};  
        instruction_memory[14] = {4'b1010, 1'b1, 3'b001, 3'b000, 5'd5};  
        instruction_memory[15] = {4'b1011, 1'b0, 3'b001, 3'b010, 5'd5};  
        instruction_memory[16] = {4'b1011, 1'b1, 3'b001, 3'b000, 5'd5};  
        instruction_memory[17] = {4'b1100, 12'd10};  
        instruction_memory[18] = {4'b1101, 12'd20};  
        instruction_memory[19] = {4'b1110, 12'b0};  
        instruction_memory[20] = {4'b1111, 3'b010, 9'd255};  
    end
endmodule
==> /design/flow/run.sh <==
#!/bin/bash
# OpenROAD 26Q1-2900-gdf79404cd8, Yosys 0.63+post, stock flow scripts
make -C /OpenROAD-flow-scripts/flow DESIGN_CONFIG=/design/flow/config.mk WORK_HOME=/design/flow/orfs finish
==> /design/flow/config.mk <==
export PLATFORM = sky130hd
export DESIGN_NAME = instructionMemory
export DESIGN_NICKNAME = instructionMemory
export VERILOG_FILES = /design/flow/design.v
export SDC_FILE = /design/flow/constraint.sdc
export NUM_CORES = 4
export LEC_CHECK = 1
export CORE_AREA = 10 10 84 84
export DIE_AREA = 0 0 94 94
==> /design/flow/constraint.sdc <==
current_design instructionMemory

set clk_period 1.6
set clk_io_pct 0.2

create_clock -name clk0 -period $clk_period [get_ports {clock}]

set non_clock_inputs [all_inputs -no_clocks]
set_input_delay [expr $clk_period * $clk_io_pct] -clock clk0 $non_clock_inputs
set_output_delay [expr $clk_period * $clk_io_pct] -clock clk0 [all_outputs]
==> notes.md <==
yosys + openroad results -> status completed, Synth Warn # 1, number of flip-flops in the largest register 15, Post-Syn Instances 73, Die Ht 94 um, Max Clk Rate 0.703 GHz, met3 WL 123 um, Post CTS Setup Buffer Count 0, DP Wirelength 1370 um, Worst Path Max Fanout 4, Hold Startpoint AddressBus[4], Cell area leaders dfxtp_1, ha_1, o21ai_1, buf_6, inv_1, via count 610, Num CTS Buffers 3, Boundary Pins 33, Max Slew Vio Count 0, FP Rows 26, syn_area_per_cell 9.41 um2, P per Cell Area 813 nW/um2, CP arrival 1.56 ns, Worst Tran Pin Value 0.348 ns, hold path endpoint InstructionReg[1], Post-synth top flop dfxtp_1, first-pass GRT wire length 2770 um, clock root buffer clkbuf_8, Max-Cap Viols 0, CP endpoint kind flop, Cell Area, Synth 687 um2, Post-synth EDFFs 0, Hold Path Stages 4, width of the die 94 um, Init Core Util 13.2%, Commonest cells post-synth dfxtp_1, ha_1, inv_1, nor2_1, o21ai_1, cell taking the most area after synthesis dfxtp_1, met1 WL 832 um, Post-Layout Cell Count 176, YS chip area 687 um2, stage-log warning count 41, total track usage 3.72%, clock sinks 15, count leader, synth dfxtp_1, Startpoint Class primary input, Seq/Total Area, Yosys 43.7%, H-Tree Depth 1, Area leader share 43.7%, critical path type in2reg, Worst Hold Class in2reg, # hold bufs at CTS 0, # DRC 0, # setup viols final 0, drt first pass iters 4, Cells after DPL 172, total gr overflow 0, leakage power 0.450 nW, routed wire length 1690 um, CTS tree yes, crit path DRT 1.73 ns, post-route design area 1100 um2, core box area 5200 um2, Placement Cell Area 1050 um2, library cells used by synthesis 29, Synth flops 15, routability cong. 0.764, pin count of the biggest net entering global routing 21, clk slew on worst S/H paths 0.06 ns, WL met2 698 um, RSZ-0062 raised after global routing no, count of final hold-check violations 0, number of buffers added on ports 21, # fillers 602, Final ANT Viol Nets 0, Chip Area 8840 um2, biggest regs InstructionReg (15), Most flops, register InstructionReg, initial antenna violation count 0, Max Root-Sink Buffers 2, Routed WL per cell 9.59 um, cell count listed in synth_stat.txt 73, vias in the first global route 599, Rel. slew slack 76.6%, Tcrit/Tclk final 89.0%, ys async rst share 0%, maximum resistive drop on vdd 0.217 mV, Area Overhead vs Synth 59.9%, ANT cells 0, CTS resizes 0, Tmin final 1.42 ns, Max Used Layer met4, fraction of layout cells with a size suffix above 1 18.9%, Initial DRC Count 63, vias per cell 3.47
## final cells by class
type,instances,area [um2],area share (%)
clock inverter,1,5.00,0.456
multi-input combinational,47,322,29.3
tap,70,87.6,7.97
clock buffer,3,41.3,3.76
timing repair buffer,34,320,29.2
sequential,15,300,27.3
inverter,6,22.5,2.05
## layer usage
metal | up-vias | track usage, %
met5 | - | 0
met3 | 2 | 1.21
met1 | 269 | 5.35
met2 | 19 | 5.13
met4 | 0 | 1.14
li1 | 320 | -
## per-stage QoR
| stage | total power (W) | TNS, ns | utilization (%) | setup slack [ns] | hold WS [ns] |
|---|---|---|---|---|---|
| after floorplan | 0.000490 | 0 | - | 0.531 | 0.401 |
| after global placement | 0.000611 | -0.271 | 20.2 | -0.0863 | 0.996 |
| after detailed placement | 0.000613 | -0.314 | 20.2 | -0.0876 | 0.995 |
| after CTS | 0.000912 | 0 | 21.1 | 0.171 | 0.836 |
| after global routing | 0.000949 | 0 | 21.1 | 0.0644 | 0.858 |
| final | 0.000893 | 0 | 21.1 | 0.177 | 0.839 |
## kinds of logic (layout without fill, tap and decap cells)
family	after synthesis	count (layout)	share of synthesized area, %
AND-OR/OR-AND	22	22	21.7
adder cells (fa/ha/maj)	6	6	10.9
buffers and inverters	11	44	9.47
flip-flops	15	15	43.7
AND/OR/NAND/NOR	19	19	14.2
## critical path, stage by stage
cell             delay, ns
clkdlybuf4s50_1       0.50
inv_1                 0.10
ha_1                  0.24
nand2b_1              0.14
o21ai_1               0.08
o21a_1                0.18
## layout by cell type (no fill, tap or decap), drive strengths merged, types with 2 or more instances in the layout
cell type      instances
clkdlybuf4s50         21
dfxtp                 15
buf                   13
ha                     6
inv                    6
o21ai                  6
nor2                   5
nand2                  4
a21oi                  4
nand2b                 3
nor3                   3
clkbuf                 3
o21a                   2
a211oi                 2
## power breakdown
group	switching (W)	total, W	internal [W]	leakage, nW
registers	0.00000833	0.000414	0.000405	0.126
logic	0.0000682	0.000186	0.000118	0.298
clock network	0.000121	0.000293	0.000172	0.0255
total	0.000198	0.000893	0.000695	0.450
## worst max-delay path by stage
stage            startpoint  slack, ns            endpoint  cells after the start
global route  AddressBus[0]       0.06   InstructionReg[0]                      6
finish        AddressBus[0]       0.18  InstructionReg[13]                      6
CTS           AddressBus[0]       0.17  InstructionReg[13]                      6
Power and IR drop assume default switching activity.
